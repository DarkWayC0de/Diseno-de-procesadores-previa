===== ./design.v =====
module caminodatos(input wire[2:0] multiplicando,
                   input wire[2:0] multiplicador, 
                   input wire clk, inic, desplaza, resta, cargasuma, 
                   output wire[5:0] resultado, output wire qmenos1);
wire [3:0] rsultadosuma;
wire [3:0] salidam;
wire [3:0] rega;
wire [3:0] entradam;
registro4 reg_a(rsultadosuma,resultado[5],cargasuma,desplaza,clk,inic,rega);
registro3 reg_q(multiplicando,resultado[3],inic,desplaza,clk,reset,resultado[2:0]);
ffdc registro_qmenos1(clk,inic,desplaza,resultado[0],qmenos1);
sum_resta4 suma(rsultadosuma, ,rega,salidam,resta);
assign resultado[5:3] = rega[2:0];
assign entradam[2:0] = multiplicador;
assign entradam[3] = multiplicador[2];
registro4 reg_m({multiplicador[2],multiplicador},,inic,1'b0,clk,1'b0,salidam);
endmodule
`timescale 1 ns / 10 ps
module registro4 (input wire [3:0] entrada, input wire bit_en_desp, input wire Carga, Desplaza, clk, reset, output wire [3:0] salida);
	assign enable = Carga | Desplaza;  
	cdaff ff0(Carga, entrada[0], salida[1], clk, reset, enable, salida[0]);
	cdaff ff1(Carga, entrada[1], salida[2], clk, reset, enable, salida[1]);
	cdaff ff2(Carga, entrada[2], salida[3], clk, reset, enable, salida[2]);
	cdaff ff3(Carga, entrada[3], bit_en_desp, clk, reset, enable, salida[3]);  
endmodule
module registro3 (input wire [2:0] entrada, input wire bit_en_desp, input wire Carga, Desplaza, clk, reset, output wire [2:0] salida);
	assign enable = Carga | Desplaza;  
	cdaff ff0(Carga, entrada[0], salida[1], clk, reset, enable, salida[0]);
	cdaff ff1(Carga, entrada[1], salida[2], clk, reset, enable, salida[1]);
	cdaff ff2(Carga, entrada[2], bit_en_desp, clk, reset, enable, salida[2]);  
endmodule
module cdaff (input wire selc_d, inp_c, inp_d, clk, reset, carga, output wire salida);
	wire inp;
	ffdc ff0(clk, reset, carga, inp, salida);
	mux2_1_i1 mux0(inp, inp_d, inp_c, selc_d);
endmodule
module mux2_1_i1(output wire out, input wire a, b, s);
	wire  s_n, sa, sb;	   
	not inv1 (s_n, s);
	and and1 (sa, a, s_n);
	and and2 (sb, b, s);
	or or1 (out, sa, sb);
endmodule
module ffdc #(parameter retardo = 1)(input wire clk, reset, carga, d, output reg q);
	always @(posedge clk, posedge reset)
	  if (reset)
		q <= #retardo 1'b0;  
	  else
		if (carga)
		  q <= #retardo d;  
endmodule
module sum_resta4(output wire[3:0] S, output wire c_out, input wire[3:0] A, input wire[3:0] B, input wire resta);
	assign {c_out, S} = (resta == 1) ? A - B : A + B;
endmodule
module multiplicador (input wire [2:0]multiplicando, 
                      input wire [2:0]multiplicador, 
                      input clk, start, 
                      output [5:0]resultado, 
                      output wire Fin);
wire inic, desplaza, resta, cargasuma, qmenos1;
unidadcontrol Unidad_Control (qmenos1,resultado[0], clk,start,inic,desplaza,resta,cargasuma, Fin);
caminodatos Camino_Datos (multiplicando, multiplicador, clk, inic, desplaza, resta, 
                          cargasuma,resultado, qmenos1);
endmodule
module unidadcontrol (input wire qmenos1,q0, clk, start,
                      output wire inic, desplaza, resta, cargasuma, fin);
reg [2:0] estadoactual,siguienteestado;
parameter s0 = 3'b000;
parameter s1 = 3'b001;
parameter s2 = 3'b010;
parameter s3 = 3'b011;
parameter s4 = 3'b100;
parameter s5 = 3'b101;
parameter s6 = 3'b110;
parameter s7 = 3'b111;
always @ (posedge clk, posedge start)
 if(start)
   estadoactual = s0;
 else
   estadoactual <= siguienteestado;
always @ (*)
  case(estadoactual)
    s0: siguienteestado =s1;
    s1: siguienteestado =s2;
    s2: siguienteestado =s3;
    s3: siguienteestado =s4;
    s4: siguienteestado =s5;
    s5: siguienteestado =s6;
    s6: siguienteestado =s7;
    s7: siguienteestado =s7;
  endcase
assign inic = (estadoactual == s0)? 1:0;
assign desplaza = ((estadoactual ==s2)|(estadoactual ==s4)|(estadoactual ==s6))? 1:0;
assign fin = (estadoactual == s7)? 1:0;
assign resta = ((q0 == 1) &&(qmenos1 == 0))? 1:0;
assign cargasuma = ((q0 != qmenos1) && ((estadoactual==s1)|(estadoactual==s3)|(estadoactual==s5)))? 1:0;
endmodule

===== ./run.sh =====
#!/bin/bash
# OpenROAD 26Q1-2900-gdf79404cd8, Yosys 0.63+post, stock flow scripts
make -C /OpenROAD-flow-scripts/flow DESIGN_CONFIG=/design/flow/config.mk WORK_HOME=/design/flow/orfs finish

===== ./config.mk =====
export PLATFORM = sky130hd
export DESIGN_NAME = multiplicador
export DESIGN_NICKNAME = multiplicador
export VERILOG_FILES = /design/flow/design.v
export SDC_FILE = /design/flow/constraint.sdc
export NUM_CORES = 4
export LEC_CHECK = 1
export CORE_AREA = 10 10 70 70
export DIE_AREA = 0 0 80 80

===== ./constraint.sdc =====
current_design multiplicador

set clk_period 1.0
set clk_io_pct 0.2

create_clock -name clk0 -period $clk_period [get_ports {clk}]

set non_clock_inputs [all_inputs -no_clocks]
set_input_delay [expr $clk_period * $clk_io_pct] -clock clk0 $non_clock_inputs
set_output_delay [expr $clk_period * $clk_io_pct] -clock clk0 [all_outputs]

==> flow_summary.ini <==
; flow metrics
[worst_hold_path]
hold_path.class = primary input to async pin

[die]
rows = 21
die_h_um = 80
core_area_sq_mm = 0.00342
die_w_um = 80
ioPinCount = 15
initCoreUtil_pct = 9.45
chipArea_sq_mm = 0.00640

[global_route]
antenna_found_initial = 0
grt_use_met2_pct = 2.57
grt_usage_pct = 2.00
grt_pass1_vias = 218
met1_usage_pct = 2.21
grtUsageMet3_pct = 2.05
busiest_layer = met2
grt_pass1_wl_um = 1020
grt_max_degree = 4
gr-total-overflow = 0

[clock_tree]
cts_tree = yes
cts_buffers = 3
cts-root-buf = clkbuf_4
h-tree-depth = 1
clkLatencyLatePin_ns = 0.24
clk_pin_slew_ns = 0.04
cts_buffer_depth = 2
clock-sinks = 5

[setup_path]
slowest_delay_ns = 0.36
path_max_fanout = 3
cp_top_family = flip-flops
crit_arrival_ns = 1.38
reg2regPathDepth = 5
rrSetupSlack_ns = -0.26
required_ns = 1.12
critPathLaunchType = flip-flop
path_buffers = 2
crit_type = flip-flop to flip-flop
path_cells = buf_6, inv_4, ha_4, a21oi_4, mux2_4
reg2reg_to = Camino_Datos.reg_a.ff1.ff0.q
rr_startpoint = Unidad_Control.estadoactual[0]
end_kind = flip-flop
cpMaxStageDelayCell = dfrtp_1

[synth]
netlist_area_sq_um = 323
adder_share_pct = 19.4
ys_cells = 29
top_logic_kind = adder cells
synth-seq-cells = 5
synth_cell_types = 11
syn-instance-count = 29
xor_share_pct = 0
ys_seq_share_pct = 38.8
synthMuxAreaShare_pct = 13.2
aoi_share_pct = 2.71
ys_sh_simple_pct = 6.20
ys_area_sq_um = 323
yosysWarnings = 7
avgSynthCellArea_sq_um = 11.1

[final_timing]
hold_viol = 0
finalCriticalPeriod_ns = 1.26
finalCritPeriodShare_pct = 126
drv_slew = 0
clock.fmax_mhz = 795
rsz0062_at_grt = yes
setup_slack_ns = -0.258
fin_worst_skew_ns = 0.00120
hold_slack_ns = 0.123
setup_violations = 5

[routing]
antenna_left = 0
num_vias = 218
wl_per_cell_um = 6.38
drcViolationCount = 0
antennaDiodeCount = 0
drt_wl_total_um = 574
first_iter_violations = 8
drt_first_pass_iters = 2
vias_per_cell = 2.42

[layout]
fill_cells = 388
drive_above_1_share_pct = 63.6
area_growth_pct = 70.9

[placement]
dp_hpwl_um = 446
gp_congestion = 0.720
numPortBuffers = 5

[run_status]
violations = setup timing
outcome = finished with violations

[job]
cap_violations = 0
log.warning_count = 38

[power_and_ir_drop]
vdd_ir_drop_max_mv = 0.242
p_leak_nw = 0.261
finalPower_w = 0.000436
powerDensity_mw_per_mm2 = 790
==> metal layers <==
layer / routed length [um] / vias up
met5: 0 / -
li1: - / 113
met4: 0 / 0
met3: 70 / 0
met2: 233 / 7
met1: 270 / 98
==> layout by cell type, fill, tap and decap left out <==
cell type	instances
clkbuf_2	1
inv_1	2
conb_1	3
ha_2	2
or2_1	1
a21oi_4	1
buf_4	8
mux2i_1	2
dfrtp_1	5
buf_2	2
and2_4	1
buf_6	3
clkdlybuf4s50_1	1
inv_4	2
ha_4	3
mux2_4	2
clkbuf_4	3
nand2b_1	1
clkbuf_1	1
==> stage by stage <==
step	cells	area, sq um	util [%]	setup slack [ns]	setup TNS, ns
4_1_cts	89	541	15.8	-0.255	-0.917
2_1_floorplan	31	345	-	-0.195	-0.389
6_report	90	552	16.2	-0.258	-0.890
3_5_place_dp	84	468	13.7	-0.353	-1.13
3_3_place_gp	84	468	13.7	-0.339	-1.04
5_1_grt	90	552	16.2	-0.314	-1.20
==> registers in the layout, indices dropped and copies added, names as in the netlist <==
| signal | count |
|---|---|
| Unidad_Control.estadoactual | 3 |
| Camino_Datos.reg_a.ff2.ff0.q | 1 |
| Camino_Datos.reg_a.ff1.ff0.q | 1 |
==> final cells by class <==
| type | instances | area (sq um) | share of cell area [%] |
|---|---|---|---|
| tap | 46 | 57.6 | 10.4 |
| inverter | 4 | 20.0 | 3.63 |
| clock buffer | 4 | 26.3 | 4.76 |
| timing repair buffer | 15 | 119 | 21.5 |
| sequential | 5 | 125 | 22.7 |
| multi-input combinational | 16 | 204 | 37.0 |
==> power by group <==
| part | switching [W] | internal [W] | total [W] |
|---|---|---|---|
| logic | 0.00000325 | 0.00000364 | 0.00000689 |
| clock network | 0.0000753 | 0.000150 | 0.000226 |
| registers | 0 | 0.000203 | 0.000203 |
| total | 0.0000786 | 0.000357 | 0.000436 |
==> repair_timing <==
action | 4_1_cts | 5_1_grt
pin swaps | 4 | 1
hold buffers | 0 | 0
gates resized | 22 | 3
setup endpoints to repair | 8 | 6
buffers inserted | 2 | 1
gates cloned | 0 | 0
==> cell families after synthesis <==
group,count (synthesis)
DFF,5
other,1
AOI/OAI and AO/OA,1
buffers and inverters,10
adders and majority gates,5
and+or+nand+nor,3
muxes,4
==> how the worst max path moves through the flow <==
stage,startpoint,to,slack (ns),cells after the start
5_1_grt,Unidad_Control.estadoactual[1],Camino_Datos.reg_a.ff1.ff0.q,-0.31,5
6_report,Unidad_Control.estadoactual[0],Camino_Datos.reg_a.ff1.ff0.q,-0.26,5
4_1_cts,Unidad_Control.estadoactual[0],Camino_Datos.reg_a.ff1.ff0.q,-0.26,5
==> synth_stat cells <==
cell      n  area (sq um)
and2_2    1          7.51
mux2_1    2          22.5
nand2b_1  1          6.26
inv_1     4          15.0
buf_4     6          45.0
a21oi_2   1          8.76
or2_1     1          6.26
dfrtp_1   5           125
mux2i_1   2          20.0
ha_1      5          62.6
conb_1    1          3.75
Power is estimated from default activity; no workload was simulated.
